--- design/flow/constraint.sdc ---
current_design adder_tree16_32

set clk_period 19.7
set clk_io_pct 0.2

create_clock -name clk0 -period $clk_period

set non_clock_inputs [all_inputs -no_clocks]
set_input_delay [expr $clk_period * $clk_io_pct] -clock clk0 $non_clock_inputs
set_output_delay [expr $clk_period * $clk_io_pct] -clock clk0 [all_outputs]
--- design/flow/run.sh ---
#!/bin/bash
# OpenROAD 26Q1-2900-gdf79404cd8, Yosys 0.63+post, stock flow scripts
make -C /OpenROAD-flow-scripts/flow DESIGN_CONFIG=/design/flow/config.mk WORK_HOME=/design/flow/orfs finish
--- design/flow/design.v ---
module adder_tree16_32
(
    input [31 : 0] in0,
    input [31 : 0] in1,
    input [31 : 0] in2,
    input [31 : 0] in3,
    input [31 : 0] in4,
    input [31 : 0] in5,
    input [31 : 0] in6,
    input [31 : 0] in7,
    input [31 : 0] in8,
    input [31 : 0] in9,
    input [31 : 0] in10,
    input [31 : 0] in11,
    input [31 : 0] in12,
    input [31 : 0] in13,
    input [31 : 0] in14,
    input [31 : 0] in15,
    output [35 : 0] z
);
wire [32:0] L1_sum0, L1_sum1, L1_sum2, L1_sum3, L1_sum4, L1_sum5, L1_sum6, L1_sum7;
wire [33:0] L2_sum0, L2_sum1, L2_sum2, L2_sum3;
wire [34:0] L3_sum0, L3_sum1;
wire [35:0] L4_sum0;
assign L1_sum0 = in0 + in1;
assign L1_sum1 = in2 + in3;
assign L1_sum2 = in4 + in5;
assign L1_sum3 = in6 + in7;
assign L1_sum4 = in8 + in9;
assign L1_sum5 = in10 + in11;
assign L1_sum6 = in12 + in13;
assign L1_sum7 = in14 + in15;
assign L2_sum0 = L1_sum0 + L1_sum1;
assign L2_sum1 = L1_sum2 + L1_sum3;
assign L2_sum2 = L1_sum4 + L1_sum5;
assign L2_sum3 = L1_sum6 + L1_sum7;
assign L3_sum0 = L2_sum0 + L2_sum1;
assign L3_sum1 = L2_sum2 + L2_sum3;
assign L4_sum0 = L3_sum0 + L3_sum1;
assign z = L4_sum0;
endmodule
--- design/flow/config.mk ---
export PLATFORM = sky130hd
export DESIGN_NAME = adder_tree16_32
export DESIGN_NICKNAME = adder_tree16_32
export VERILOG_FILES = /design/flow/design.v
export SDC_FILE = /design/flow/constraint.sdc
export NUM_CORES = 4
export LEC_CHECK = 1
export CORE_AREA = 10 10 304 304
export DIE_AREA = 0 0 314 314
==> Slide: Implementation Results <==
Key Metrics from the Run

Run status
  – Outcome: finished clean

Setup path
  – Startpoint Class: input port
  – CP endpoint: z[34]
  – Critical path type: in -> out
  – Worst Setup End Kind: output pin
  – Worst EP arrival: 10.62 ns
  – Crit-path max FO: 6
  – Crit path required time: 15.76 ns
  – Critical Path Source: in13[2]

Drt
  – Antenna viol nets, final: 0
  – DRT Pass-1 Iters: 4
  – DRC viols: 0
  – Via density: 3.33
  – Initial DRC Count: 320
  – Total detailed-routing wirelength: 50400 um
  – Via count: 10300
  – DR WL/cell: 16.3 um

Timing
  – Slew HR: 56.3%
  – Fin. max-slew vios: 0
  – Worst setup margin: 5.14 ns
  – RSZ-0062 raised after global routing: no
  – Final Hold Fails: 0
  – Final min period: 14.56 ns
  – Final cycle utilization of the critical path: 73.9%
  – Peak Freq: 0.0687 GHz
  – Worst-Margin Slew: 0.655 ns
  – Final setup violation count: 0
  – Setup TNS: 0 ns

Logic synthesis
  – Post-synth top cells: 673 x inv_1, 444 x fa_1, 45 x ha_1
  – Netlist area before placement: 0.0137 mm2
  – Yosys Instances: 1414
  – Seq share, synth: 0%
  – Cell accounting for the most synthesized area: fa_1
  – Netlist cell types: 64
  – Yosys stat area: 0.0137 mm2
  – Area contributors post-synth: fa_1 65%, inv_1 19%, ha_1 4.1%
  – Syn Area/Cell: 9.66 um2
  – Mapped Cells: 1414
  – Ys Warns: 0
  – Top cell area share: 65.1%
  – Cell with the most instances after synthesis: inv_1

Placement
  – Placed inst area: 0.0205 mm2
  – Hpwl dp: 50000 um
  – Dpl ws: 5.18 ns
  – Port Buffers: 548
  – RD Place Congestion: 0.902

Floorplanning
  – Die width: 314 um
  – Die area: 0.0986 mm2
  – Total I/O pin count: 548
  – Core area: 0.0854 mm2
  – Num rows: 107
  – DIE HEIGHT: 314 um
  – Floorplan Utilization: 16.0%

Power
  – Pint: 5050 uW
  – Leakage: 0.00989 uW
  – Switching power share of the total: 54.7%
  – VDD IR max: 0.000464 V
  – NetSw: 6090 uW
  – Power per cell area: 543 mW/mm2

CTS
  – PostCTS Resize Cnt: 0
  – Hold buffers post-CTS: 0
  – Setup repair bufs after CTS: 0

Run
  – Total of max-cap violations: 0
  – Count of tool warnings: 32

GRT
  – Grt ovf: 0
  – Initial antenna violation count: 6
  – First-pass GRT wire length: 74400 um
  – Largest net degree at the start of global routing: 12
  – Vias in the first global route: 12100
  – Gr usage total: 10.5%

Hold path
  – Min-Delay Path Class: in -> out
  – Worst hold start: in15[0]

Cells and area
  – Clock buffer count: 0
  – Final sequential cell count: 0
  – Fin area: 0.0205 mm2
  – Register area: 0 um2
  – Area grow syn2layout: 50.1%
  – Layout cells sized above 1: 1.13%
-- per-layer routing --
metal  GRT usage (%)  part of all wire [%]
met1            12.5                    37
met2            18.2                    51
met3            4.83                    12
met4           0.162                  0.22
met5               0                  0.11
-- power by group through the flow --
stage                 clock [uW]  sequential (uW)  combinational (uW)
after global routing           0                0               12600
after CTS                      0                0               11400
-- cell usage in the layout (no fill, tap or decap), drive strengths merged, types with 10 or more instances in the layout --
| cell | count |
|---|---|
| nor2 | 17 |
| clkdlybuf4s50 | 548 |
| o21ai | 20 |
| a21oi | 35 |
| xnor2 | 16 |
| fa | 444 |
| inv | 673 |
| nand2 | 31 |
| xor2 | 10 |
| ha | 45 |
-- metrics by stage --
step	hold slack, ns	utilization (%)	power (uW)	std cells
4_1_cts	9.01	24.0	11400	3095
2_1_floorplan	7.96	-	5680	1414
6_report	8.99	24.0	11100	3097
3_3_place_gp	9.00	24.0	11400	3095
3_5_place_dp	9.00	24.0	11300	3095
5_1_grt	9.06	24.0	12600	3095
-- worst max-delay path: stages --
cell and delay (ns):
clkdlybuf4s50_1 0.47, inv_1 0.06, fa_1 0.50, fa_1 0.55, inv_1 0.05, fa_1 0.47
fa_1 0.52, fa_1 0.50, inv_1 0.05, fa_1 0.47, inv_1 0.04, ha_1 0.21
fa_1 0.49, a211oi_2 0.27, o21ai_2 0.16, a311oi_4 0.66, o22ai_4 0.23, nor4_2 0.28
a2bb2oi_1 0.17, clkdlybuf4s50_1 0.52
-- worst min-delay path by stage --
| stage | cells after the start | to | slack, ns |
|---|---|---|---|
| after CTS | 3 | z[0] | 9.01 |
| after global routing | 3 | z[0] | 9.06 |
| final | 3 | z[0] | 8.99 |
-- layout make-up --
cell class	count	area, um2
inverters	673	2530
multi-input cells	729	11000
fillers	9308	64900
diodes	2	5.00
repair buffers	549	5490
well taps	1144	1430
-- logic make-up after synthesis --
logic type | after synthesis | share of synthesized area (%)
buffers and inverters | 685 | 19.1
adder cells (fa/ha/maj) | 489 | 69.2
AND-OR/OR-AND | 110 | 5.85
AND/OR/NAND/NOR | 103 | 4.07
XOR/XNOR | 26 | 1.67
multiplexers | 1 | 0.0733
No activity file was given, so power comes from the tool's default toggle rates.
