File: flow/config.mk
export PLATFORM = sky130hd
export DESIGN_NAME = modular_exp
export DESIGN_NICKNAME = modular_exp
export VERILOG_FILES = /design/flow/design.v
export SDC_FILE = /design/flow/constraint.sdc
export NUM_CORES = 4
export LEC_CHECK = 1
export CORE_UTILIZATION = 50
File: flow/design.v
module counter(
    input clk, reset, enable,
    output reg [WIDTH-1:0] count
    );
    parameter WIDTH = 32;
    always@(posedge clk) begin
        if(reset)
            count <= 0;
        else if(enable)
            count <= count + 1;
    end
endmodule
module divide_with_remainder(
    input [WIDTH-1:0] dividend,
    input [WIDTH-1:0] divisor,
    output [WIDTH-1:0] quotient,
    output [WIDTH-1:0] remainder
    );
   parameter WIDTH = 32;
   reg [WIDTH-1:0] D, N;
   reg [WIDTH:0] P;    
   integer i;
   always@ (dividend or divisor) begin
       D = dividend;
       N = divisor;
       P = 0;
       for(i=0;i < WIDTH;i=i+1) begin 
           P = {P[WIDTH-2:0], D[WIDTH-1]};
           D[WIDTH-1:1] = D[WIDTH-2:0];
           P = P-N;
           if(P[WIDTH-1] == 1)begin
                D[0] = 1'b0;
                P = P + N;   
           end
           else
                D[0] = 1'b1;
      end
   end    
   assign remainder = P, quotient = D;
endmodule
module modular_exp (
    input clk,
    input reset,
    input [WIDTH-1:0] M,  
    input [WIDTH-1:0] D,  
    input [WIDTH-1:0] N,  
    output reg [WIDTH-1:0] result,  
    output reg done
    );
    parameter WIDTH=32;
    reg [WIDTH-1:0] R, S;
    wire [WIDTH-1:0] next_R, next_S;
    wire [WIDTH-1:0] P;
    wire [$clog2(WIDTH)-1:0] count;
    wire count_done;
    reg mult_start;
    reg SR_load_shift;
    wire D_bit, SR_empty;
    reg [1:0] state;
    modular_mult #(.WIDTH(WIDTH)) mod_mult_R (    
    .clk(clk), .start(mult_start),
    .A(R), .B(P), .N(N),    
    .Z(next_R), .done()
    );
    assign P = D_bit ? S : 1'd1;
    modular_mult #(.WIDTH(WIDTH)) mod_mult_S (    
    .clk(clk), .start(mult_start),
    .A(S), .B(S), .N(N),    
    .Z(next_S), .done()
    );
    shift_reg_right SRR_0 (.clk(~clk & ~mult_start), .reset(reset), .load_shift(SR_load_shift), 
                                .to_load(D), .shift_out(D_bit), .empty(SR_empty));
    counter #(.WIDTH($clog2(WIDTH))) counter_0 (.clk(clk), .reset(reset), .enable(mult_start), .count(count));
    assign count_done = (count == 31);
    always@(posedge clk) begin : FSM
        if(reset) begin
            state <= 2'b01;
            done <= 0;
            result <= 0;
            R <= 0;
            S <= 0;
            mult_start <= 0;
            SR_load_shift <= 0;
        end else 
            case(state)                                                   
            2'b01: begin
                S <= M;
                R <= 1;
                SR_load_shift <= 0;  
                state <= 2'b10;      
            end             
            2'b10: begin
                SR_load_shift <= 1;  
                if(~count_done) begin
                    mult_start <= 1;
                end
                else begin
                    mult_start <= 0;
                    S <= next_S;
                    R <= next_R;
                end
                if(SR_empty) begin
                    state <= 2'b11;
                    mult_start <= 0;
                end
            end
            2'b11: begin
                result <= R;
                done <= 1;                
            end
            endcase                      
    end
endmodule
`timescale 1ns / 1ps
module modular_mult(
    input clk,
    input start,
    input [WIDTH-1:0] A, B, N,    
    output reg [WIDTH-1:0] Z,
    output reg done
    );
    parameter WIDTH = 32;
    wire [WIDTH-1:0] mod_A;  
    wire B_bit;  
    wire SR_empty;
    wire [WIDTH:0] shift_A, next_A, sum_P, next_P;
    reg [WIDTH-1:0] A_reg;  
    reg [WIDTH-1:0] P_reg;  
    reg compute_enable;
    reg SR_load_shift;
    reg [1:0] state;
    divide_with_remainder mod_0 (.dividend(A), .divisor(N), .quotient(), .remainder(mod_A));
    shift_reg_right SRR_0 (.clk(clk & compute_enable), .reset(~start), .load_shift(SR_load_shift), 
                                .to_load(B), .shift_out(B_bit), .empty(SR_empty));
    assign shift_A = A_reg << 1;
    assign next_A  = (shift_A >= N) ? shift_A-N : shift_A;
    assign sum_P   = B_bit ? P_reg + A_reg : P_reg;
    assign next_P  = (sum_P >= N) ? sum_P-N : sum_P;
     always@(posedge clk) begin : FSM
        if(~start) begin
            state <= 2'd0;
        end
        else case(state)
            2'd0: begin
                 state <= 2'd1;
                  done <= 0;
                  SR_load_shift <= 0;
                  compute_enable <= 1;                  
             end
            2'd1: begin                    
                    SR_load_shift <= 1;
                    A_reg <= mod_A;
                    P_reg <= 0;                    
                    state <= 2'd2;
            end
            2'd2: begin
                    compute_enable <= 1;
                    SR_load_shift <= 1;
                    A_reg <= next_A;
                    P_reg <= next_P; 
                    if(SR_empty)
                        state <= 2'd3;
            end
            2'd3: begin
                    compute_enable <= 0;
                    done <= 1;
                    Z <= P_reg;
            end 
        endcase
     end
endmodule
module shift_reg_right(
    input clk,
    input reset,
    input load_shift,  
    input [WIDTH-1:0] to_load,
    output shift_out,
    output empty  
);
    parameter WIDTH = 32;
    reg [WIDTH-1:0] register;
    integer i;
    always@(posedge clk) begin
        if(reset) begin
            register <= 0;
        end
        else if(load_shift) begin : shifting           
            for(i = 0; i < WIDTH-1; i=i+1)
                register[i] <= register[i+1];
            register[WIDTH-1] <= 0;  
        end
        else begin : loading
            register <= to_load;
        end       
    end
    assign shift_out = register[0];
    assign empty = (register==0) ? 1 : 0;
endmodule
File: flow/constraint.sdc
current_design modular_exp

set clk_period 440.0
set clk_io_pct 0.2

create_clock -name clk0 -period $clk_period [get_ports {clk}]

set non_clock_inputs [all_inputs -no_clocks]
set_input_delay [expr $clk_period * $clk_io_pct] -clock clk0 $non_clock_inputs
set_output_delay [expr $clk_period * $clk_io_pct] -clock clk0 [all_outputs]
File: flow/run.sh
#!/bin/bash
# OpenROAD 26Q1-2900-gdf79404cd8, Yosys 0.63+post, stock flow scripts
make -C /OpenROAD-flow-scripts/flow DESIGN_CONFIG=/design/flow/config.mk WORK_HOME=/design/flow/orfs finish
==> run summary <==
Notes on the flow outputs.

- The flow did not finish.
- The step where the flow halted reads 5_1_grt.
- The first error in the log reads "[ERROR GRT-0116] Global routing finished with congestion. Check the congestion regions in the DRC Viewer".
- The largest net degree at the start of global routing reads around 65.
- The global router's overall resource usage is 42.0%.
- The yosys synthesis warning count reads 5.
- The number of top-level pins is 131.
- The final estimated routing congestion in global placement reads approximately 0.99.
- The core utilization before placement is 50.2%.
- After synthesis, the largest area contributor takes up 25.7% of total cell area.
- In this run the vertical extent of the chip is around 640 microns.
- The count of port buffers added during placement is 130.
- The largest area contributor in the synthesized netlist is sky130_fd_sc_hd__ha_1.
- The placement-stage cell area reads 214000 sq um.
- The width of the die is ~640 microns.
- The number of storage elements in the synthesis netlist is 405.
- The total half-perimeter wirelength after legalization and detailed placement is 572 mm.
- The most common flop cell mapped by yosys reads sky130_fd_sc_hd__dfxtp_1.
- Per the synthesis report, the number of distinct cell types is 108.
- The number of gates resized after CTS is 0.
- The number of cells in the yosys synthesis report reads about 29000.
- After synthesis, flip-flops and latches occupy between 4 and 5% of the total area.
- The via count of the first global-routing pass reads 197000.
- The post-synth design cell area is around 200000 sq um.
- Yosys attributes the largest share of cell area to sky130_fd_sc_hd__ha_1 (26%), sky130_fd_sc_hd__xnor2_1 (10%), sky130_fd_sc_hd__a21oi_1 (8.4%), sky130_fd_sc_hd__o21ai_0 (6.4%), sky130_fd_sc_hd__nor2_1 (5.7%).
- The number of instances in the synthesized netlist reads 28900.
- The total congestion overflow reads slightly above 200.
- The average instance in the mapped netlist occupies 7.05 sq um.
- The count of standard-cell rows reads 234.
- The quantity of hold-fixing buffers added after cts reads between 800 and 900.
- The async set or reset register ratio after synthesis is 0%.
- The count of buffers added by post-CTS timing repair for setup is 0.
- The number of enable flip-flop cells reads 196.
- The pre-CTS setup check shows a worst slack of 130690 ps.
- The chip area line of the yosys report is between 200000 and 250000 sq um.
- The global-route wire length before repair reads between 1000 and 1500 mm.
[routing by layer]
layer | GRT usage (%) | overflow
met1 | 54.3 | 38
met2 | 61.1 | 52
met3 | 16.3 | 49
met4 | 18.7 | 57
met5 | 7.81 | 7
[synthesized netlist by cell type (56+ instances only)]
cell,n
sky130_fd_sc_hd__and2_1,218
sky130_fd_sc_hd__nor2_1,3085
sky130_fd_sc_hd__nand2b_1,494
sky130_fd_sc_hd__a21oi_1,3412
sky130_fd_sc_hd__mux2i_1,203
sky130_fd_sc_hd__o2111ai_1,56
sky130_fd_sc_hd__ha_1,4186
sky130_fd_sc_hd__o21ai_0,2630
sky130_fd_sc_hd__nand4_1,153
sky130_fd_sc_hd__nor3_1,441
sky130_fd_sc_hd__a21o_1,955
sky130_fd_sc_hd__xor2_1,906
sky130_fd_sc_hd__a31oi_1,164
sky130_fd_sc_hd__a21boi_0,522
sky130_fd_sc_hd__clkbuf_1,453
sky130_fd_sc_hd__xnor2_1,2409
sky130_fd_sc_hd__edfxtp_1,196
sky130_fd_sc_hd__and3_1,168
sky130_fd_sc_hd__nand2_1,2090
sky130_fd_sc_hd__buf_1,92
sky130_fd_sc_hd__nand3_1,478
sky130_fd_sc_hd__mux2_2,282
sky130_fd_sc_hd__fa_1,142
sky130_fd_sc_hd__inv_1,2220
sky130_fd_sc_hd__nor2b_1,429
sky130_fd_sc_hd__or3_1,180
sky130_fd_sc_hd__o31ai_1,151
sky130_fd_sc_hd__nor4_1,85
sky130_fd_sc_hd__o21a_1,326
sky130_fd_sc_hd__dfxtp_1,209
sky130_fd_sc_hd__o21bai_1,484
sky130_fd_sc_hd__a211oi_1,122
sky130_fd_sc_hd__or2_2,96
sky130_fd_sc_hd__o211ai_1,96
[cells by family after synthesis]
| family | share of synthesized area, % |
|---|---|
| compound gates | 27.8 |
| simple gates | 18.1 |
| flops | 4.93 |
| buf+inv | 5.17 |
| mux | 2.68 |
| fa+ha+maj | 27.1 |
| xor+xnor | 14.3 |
[stage by stage]
step	std cells	power, mW
CTS	35300	3470
detailed placement	34400	3480
global placement	34400	3440
floorplan	28900	3900
Power and IR drop assume default switching activity.
